**run.sh**
```bash
#!/bin/bash
# OpenROAD 26Q1-2900-gdf79404cd8, Yosys 0.63+post, stock flow scripts
make -C /OpenROAD-flow-scripts/flow DESIGN_CONFIG=/design/flow/config.mk WORK_HOME=/design/flow/orfs finish
```
**config.mk**
```make
export PLATFORM = sky130hd
export DESIGN_NAME = MIO_BUS
export DESIGN_NICKNAME = MIO_BUS
export VERILOG_FILES = /design/flow/design.v
export SDC_FILE = /design/flow/constraint.sdc
export NUM_CORES = 4
export LEC_CHECK = 1
export CORE_AREA = 10 10 117 117
export DIE_AREA = 0 0 127 127
```
**constraint.sdc**
```tcl
current_design MIO_BUS

set clk_period 8.7
set clk_io_pct 0.2

create_clock -name clk0 -period $clk_period

set non_clock_inputs [all_inputs -no_clocks]
set_input_delay [expr $clk_period * $clk_io_pct] -clock clk0 $non_clock_inputs
set_output_delay [expr $clk_period * $clk_io_pct] -clock clk0 [all_outputs]
```
**design.v**
```verilog
`timescale 1ns / 1ps
module MIO_BUS(
	input clk,
	input rst,
	input[3:0]BTN,
	input[15:0]SW,
	input mem_w,
	input[31:0]Cpu_data2bus,				 
	input[31:0]addr_bus,
	input[31:0]ram_data_out,
	input[15:0]led_out,
	input[31:0]counter_out,
	input counter0_out,
	input counter1_out,
	input counter2_out,
	output reg[31:0]Cpu_data4bus,				 
	output reg[31:0]ram_data_in,				 
	output reg[13:0]ram_addr,						 
	output reg data_ram_we,
	output reg GPIOf0000000_we,
	output reg GPIOe0000000_we,
	output reg counter_we,
	output reg[31:0]Peripheral_in
);
	reg data_ram_rd,GPIOf0000000_rd,GPIOe0000000_rd,counter_rd;
	always @ * begin
		data_ram_we = 0;
		data_ram_rd = 0;
		counter_we = 0;
		GPIOf0000000_we = 0;
		GPIOf0000000_rd = 0;
		GPIOe0000000_we = 0;
		GPIOe0000000_rd = 0;
		counter_rd = 0;
		ram_addr = 13'h0;
		ram_data_in = 32'h0;
		Peripheral_in = 32'h0;
		case(addr_bus[31:28])
			4'h0:begin
				 data_ram_we = mem_w;
				 ram_addr = addr_bus[15:2];
				 ram_data_in = Cpu_data2bus;
				 data_ram_rd = ~mem_w;
			end
			4'he:begin
				GPIOe0000000_we = mem_w;
				Peripheral_in = Cpu_data2bus;
				GPIOe0000000_rd = ~mem_w;
			end
			4'hf:begin
				if(addr_bus[2])begin
					counter_we = mem_w;
					Peripheral_in = Cpu_data2bus;
					counter_rd = ~mem_w;
				end
				else begin
					GPIOf0000000_we = mem_w;
					Peripheral_in = Cpu_data2bus;
					GPIOf0000000_rd = ~mem_w;
				end
			end
		endcase 
	end 
	always @ * begin
		casex({data_ram_rd,GPIOe0000000_rd,counter_rd,GPIOf0000000_rd})
			4'b1xxx:Cpu_data4bus = ram_data_out;
			4'bx1xx:Cpu_data4bus = counter_out;
			4'bxx1x:Cpu_data4bus = counter_out;
			4'bxxx1:Cpu_data4bus = {counter0_out,counter1_out,counter2_out,17'b0,BTN[3:0],SW[7:0]};
			default :Cpu_data4bus = 32'h0;    
		endcase
	end			 
endmodule
```
==> run notes <==
Notes on the flow outputs.

- The Yosys chip area reads 1110 um2.
- The cell with the biggest individual delay on the critical path reads sky130_fd_sc_hd__and2b_1.
- The total chip power is 103 uW.
- The worst-case setup slack after placement is 2440 ps.
- The starting density of the core is 0.0980.
- The via count of the first global-routing pass is 2276.
- The cell area that synthesis handed to floorplanning was 1110 um2.
- The leakage power of the design is 0.00139 uW.
- The final routed DRC violation total is 0.
- The count of endpoints failing hold in the final timing report reads 0.
- The critical path data arrival time is 4450 ps.
- In the finished design, the share of the clock period the worst path needs comes to 0.712.
- Looking at the setup timing report, the critical path kind is in -> out.
- The distinct cell type count of the synthesized netlist is 16.
- The count of mapped cells out of synthesis is 154.
- The signed area change from the synthesized netlist to the final layout reads 230%.
- Dividing the synthesized area by the synthesized cell count gives 7.21 um2.
- The largest net degree at the start of global routing is 49.
- The number of instances resized during post-cts repair reads 0.
- In the final layout, the share of cells above drive strength 1 is 0.0155.
- The sequential cell area is 0 um2.
- The minimum clock period is 6190 ps.
- The most critical min-delay path falls under in -> out.
- According to the timing report, the data required time at the worst endpoint equals 6960 ps.
- Counting the clock-network buffers in the layout gives 0.
- The antenna violation net count after detailed routing reads 0.
- The first global-routing pass estimated 12700 um of wire.
- The worst-case hold slack reads 4390 ps.
- The number of pins exceeding their max-slew limit in the final report reads 0.
- The kind of end point of the critical path reads an output port.
- The tally of OpenROAD warnings is 72.
- The maximum VDD drop is 11.7 uV.
- STA classifies the critical path startpoint as an input pin.
- The flow ran to the end, and the final reports show no timing, DRC or antenna violations.
- The kind of cell adding the most delay to the critical path is buffers and inverters.
- The routed design has 8590 um of wire.
- The detailed router placed 2007 vias in this run.
- After routing, the total negative slack on setup checks comes to 0 ps.
- For this run, the top clock speed supported by timing is 161 MHz.
- The horizontal die dimension is 127 um.
- Checking max transition, the worst relative margin is 0.487.
- The biggest fanout along the worst timing path is 48.
- The number of detailed-route iterations in the first pass reads 3.
- According to the I/O placement log, the pin count is 284.
- Setup repair after global routing left no endpoint under its margin.
- The final-report setup violation count is 0.
- The total buffers and inverters traversed by the critical path reads 4.
- The final antenna diode tally reported by the flow is 0.
- The cell total in the yosys stat output reads 154.
- The number of rows created at floorplan is 39.
- The quantity of hold-fixing buffers added after cts is 0.
- The number of buffers inserted to repair setup after CTS is 0.
- Power spread over the standard cell area amounts to 28.0 nW/um2.
- The transition time recorded at the tightest slew-check pin is 765 ps.
- The violation count after the first detailed-route iteration reads 43.
- The average detailed-routed wire length per instance is 16.2 um.
- The sequential fraction of the synthesis area reads 0.
- The vertical die dimension reads 127 um.
- The cell sequence reported for the critical path is clkdlybuf4s50_1 > nor4_4 > buf_4 > and2b_1 > buf_4 > a22o_1 > clkdlybuf4s50_1.
- During placement, the flow inserted port buffers numbering 244.
- The total track usage reads 0.0956.
- The placeable core area is 11300 um2.
- The maximum single-stage delay on the critical path is 580 ps.
- The aggregate global routing overflow is 0.
- The per-cell via count in the routed design is 3.79.
- The estimated wirelength of the detail-placed design is 7620 um.
- The weighted congestion reported at the end of routability-driven placement reads 0.790.
- The design has 0 sequential cells.
- The number of warnings issued by yosys is 1.
- The final worst slack is 2510 ps.
- The number of max-cap violations reads 0.
- The initial antenna violation count reads 0.
- The utilization after layout reads 0.323.
- The area of the die reads 16100 um2.
==> final cells by class <==
cell class	count	area, um2
fillers	1166	7660
repair buffers	249	2480
multi-input cells	137	1000
well taps	143	179
==> layer usage <==
layer | routed length [um] | up-vias | GRT usage | share of wire
met2 | 4200 | 128 | 0.171 | 0.49
met4 | 0 | 0 | 0 | 0
met5 | 0 | - | 0 | 0
met1 | 3160 | 878 | 0.100 | 0.37
li1 | - | 1001 | - | -
met3 | 1230 | 0 | 0.0567 | 0.14
==> tightest hold or removal path, cell delays in order <==
cell                              delay (ps)
sky130_fd_sc_hd__clkdlybuf4s50_1         380
sky130_fd_sc_hd__and2_1                  130
sky130_fd_sc_hd__clkdlybuf4s50_1         400
==> kinds of logic after synthesis <==
logic type / count (synthesis) / share of synthesized area
and+or+nand+nor: 90 / 0.505
muxes: 15 / 0.135
buffers and inverters: 17 / 0.107
AOI/OAI and AO/OA: 32 / 0.253
==> cell usage after synthesis, drive strengths merged <==
library cell / number / area [um2]
and2b: 1 / 7.51
and2: 79 / 494
nand2: 2 / 7.51
nor2b: 1 / 6.26
a22o: 17 / 149
buf: 12 / 100
nand4b: 1 / 8.76
mux2i: 15 / 150
and3: 1 / 6.26
nand2b: 1 / 6.26
o2bb2ai: 15 / 131
nor2: 3 / 11.3
nor4: 1 / 12.5
clkbuf: 5 / 18.8
==> stage by stage <==
stage | cells | cell area (um2)
2_1_floorplan | 154 | 1110
3_3_place_gp | 529 | 3660
3_5_place_dp | 529 | 3660
4_1_cts | 529 | 3660
5_1_grt | 529 | 3660
6_report | 529 | 3660
==> where the power goes <==
| group | total (uW) | leakage, uW | switching [uW] | internal, uW |
|---|---|---|---|---|
| Clock | 0 | 0 | 0 | 0 |
| Combinational | 103 | 0.00139 | 23.4 | 79.1 |
| Sequential | 0 | 0 | 0 | 0 |
==> worst paths after layout <==
check / from / endpoint / slack (ps) / cells past startpoint
min: addr_bus[10] / ram_addr[8] / 4390 / 3
max: addr_bus[29] / Cpu_data4bus[27] / 2510 / 7
==> placed cells by master (no fill, tap or decap) <==
cell                              instances
sky130_fd_sc_hd__nor2_1                   3
sky130_fd_sc_hd__nor2b_1                  1
sky130_fd_sc_hd__and2_1                  79
sky130_fd_sc_hd__and2b_1                  1
sky130_fd_sc_hd__nand2b_1                 1
sky130_fd_sc_hd__nand4b_1                 1
sky130_fd_sc_hd__mux2i_1                 15
sky130_fd_sc_hd__a22o_1                  17
sky130_fd_sc_hd__clkdlybuf4s50_1        244
sky130_fd_sc_hd__nor4_4                   1
sky130_fd_sc_hd__o2bb2ai_1               15
sky130_fd_sc_hd__and3_1                   1
sky130_fd_sc_hd__buf_4                    5
sky130_fd_sc_hd__nand2_1                  2
No activity file was given, so power comes from the tool's default toggle rates.
