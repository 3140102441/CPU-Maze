## flow/design.v

```verilog
`timescale 1ns / 1ps
module VGA_ctrl(
	input clk,
	input rst,
	output hs,
	output vs,
	output [3:0] red,
	output [3:0] green,
	output [3:0] blue,
	input [31:0] color,
	output [9:0] x_ptr,
	output [9:0] y_ptr,
	output reg[13:0] addrb,
	output valid
);
	reg [9:0] cnt_x;
	reg [9:0] cnt_y;
	reg  judge;
    initial begin
	cnt_x <= 10'b0;
	cnt_y <= 10'b0;
	judge <= 0;
	end
	always @*begin 
	     if(color == 32'hffff0000)
		  judge <= 1;
	end
	always  @* begin
	     if(judge == 0)
		  addrb <= valid ? (14'd2048 + {1'b0,y_ptr[9:3], 6'b0} + {3'b0, y_ptr[9:3], 4'b0} + {7'b0, x_ptr[9:3]}) : 14'b0;
		  else 
		  addrb <= valid ? (14'd6848 + {1'b0,y_ptr[9:3], 6'b0} + {3'b0, y_ptr[9:3], 4'b0} + {7'b0, x_ptr[9:3]}) : 14'b0;
	end
	always @(posedge clk) begin
		if (rst) cnt_x <= 0; 
		else if (cnt_x == 10'd799) cnt_x <= 0;
		else cnt_x <= cnt_x + 1;
	end
	always @(posedge clk) begin
		if (rst) cnt_y <= 0;
		else if(cnt_x == 10'd799) begin
			if (cnt_y == 10'd524) cnt_y <= 0;
			else cnt_y <= cnt_y+1;
		end
	end
	assign hs = !((cnt_x >= 0) && (cnt_x < 96));
	assign vs = !((cnt_y >= 0) && (cnt_y < 2));
	assign valid = (cnt_x >= 96+40+8) && (cnt_x < 96+40+8+640) && (cnt_y >= 2+25+8) && (cnt_y < 2+25+8+480);
	assign red = valid ? color[11:8] : 0;
	assign green = valid ? color[7:4] : 0;
	assign blue = valid ? color[3:0] : 0;
	assign x_ptr = cnt_x - (96+40+8);
	assign y_ptr = cnt_y - (2+25+8);
endmodule
```

## flow/run.sh

```bash
#!/bin/bash
# OpenROAD 26Q1-2900-gdf79404cd8, Yosys 0.63+post, stock flow scripts
make -C /OpenROAD-flow-scripts/flow DESIGN_CONFIG=/design/flow/config.mk WORK_HOME=/design/flow/orfs finish
```

## flow/config.mk

```make
export PLATFORM = sky130hd
export DESIGN_NAME = VGA_ctrl
export DESIGN_NICKNAME = VGA_ctrl
export VERILOG_FILES = /design/flow/design.v
export SDC_FILE = /design/flow/constraint.sdc
export NUM_CORES = 4
export LEC_CHECK = 1
export CORE_UTILIZATION = 30
```

## flow/constraint.sdc

```tcl
current_design VGA_ctrl

set clk_period 5.2
set clk_io_pct 0.2

create_clock -name clk0 -period $clk_period [get_ports {clk}]

set non_clock_inputs [all_inputs -no_clocks]
set_input_delay [expr $clk_period * $clk_io_pct] -clock clk0 $non_clock_inputs
set_output_delay [expr $clk_period * $clk_io_pct] -clock clk0 [all_outputs]
```

==> results.py <==
# Synthesis and PnR figures
metrics = {
    "status": {
        "outcome": "completed",
    },
    "finish": {
        "syn_to_final_growth_pct": 42.86,
        "drive_gt1_frac": 0.1315,
        "logic_area_um2": 2092,
        "register_area_um2": 420.4,
        "nFillCells": 805,
        "final_cell_area_um2": 3795,
    },
    "setup_path": {
        "r2r_start": "cnt_x[0]",
        "path_cells": "or3_4 -> a21oi_4 -> xor2_2 -> buf_4 -> xnor2_1 -> ha_1 -> or2_2 -> ha_1 -> nand2b_1 -> a31oi_2 -> o21ai_0 -> o21ai_2 -> buf_4 -> o211a_1 -> a311o_1 -> clkdlybuf4s50_1",
        "r2r-end": "cnt_y[7]",
        "cp_slowest_cell": "or3_4",
        "cp-end-kind": "primary output",
        "critPathMaxFanout": 4,
        "r2r_cells": 7,
        "start_kind": "flop",
        "regToRegSetupSlack_ps": 3080,
        "cp_slowest_stage_delay_ps": 410,
        "path_class": "flop to primary output",
        "worstPathArrival_ps": 3970,
        "critPathRequiredTime_ps": 4160,
    },
    "floorplan": {
        "initCoreUtil": 0.3169,
        "fp.dieW_um": 96.10,
        "core_area_um2": 8382,
        "io_pins": 83,
        "dieArea_um2": 9234,
        "die_h_um": 96.10,
        "rows": 33,
    },
    "logic_synthesis": {
        "avgSynthCellArea_um2": 7.699,
        "syn_inst": 345,
        "ys_types": 56,
        "yosys.area.top_type": "ha_1",
        "synth_top_area_share": 0.1602,
        "async_flop_share": 0,
        "synthesis.area_um2": 2656,
        "ys_cells": 345,
        "top_cells_by_area": "ha_1 16%, dfxtp_1 15%, xnor2_1 9.2%",
        "synth-seq-cells": 21,
        "ys.flop_type": "dfxtp_1",
        "ys_warn_count": 1,
        "ys_area_um2": 2656,
        "edf_count": 0,
    },
    "clocking": {
        "numCtsBuffers": 3,
        "cts_buffer_depth": 2,
        "cts_max_level": 1,
        "cts.reportedPaths.clkPinSlew_ps": 80,
        "clkLatencyLatePin_ps": 260,
        "cts_tree": "yes",
        "root_buffer": "clkbuf_8",
    },
    "place": {
        "dpl_cell_area_um2": 3565,
        "port_buffers": 82,
        "dpl.hpwl_mm": 5.228,
        "gp_congestion": 0.8362,
        "pre_cts_ws_ps": 170.6,
    },
    "timing": {
        "setup_violations": 0,
        "finalClockPeriodUsage": 0.9638,
        "fin_crit_ps": 5012,
        "clock.fmax_mhz": 199.5,
        "tns_ps": 0,
        "clock-skew-final_ps": 2.568,
        "unclocked_regs": 1,
        "final_max_slew_viol_count": 0,
        "tightestPinTransition_ps": 619.6,
        "whs_ps": 479.8,
        "setup_slack_ps": 188.5,
        "finalHoldViolCount": 0,
        "relSlewSlack": 0.5866,
    },
    "power_and_ir_drop": {
        "power_leakage_uw": 0.001564,
        "power.density_nw_per_um2": 93.82,
        "ir_drop_v": 0.0001503,
    },
    "min_path": {
        "min-delay-start": "cnt_x[0]",
        "hold_depth": 1,
        "hold_path_class": "flop to flop",
        "holdPathEnd": "cnt_x[0]",
    },
    "global_route": {
        "grt_pass1_wl_mm": 10.35,
        "grt_max_degree": 21,
        "grt_pass1_vias": 2311,
        "grt_antenna_before_repair": 0,
        "grt_overflow_total": 0,
        "track_usage": 0.1400,
    },
    "route": {
        "drt-pass1-iter-count": 4,
        "ant_nets": 0,
        "wl_per_cell_um": 12.35,
        "vias": 2521,
        "drtIter0Drc": 76,
        "drt-total-wl_mm": 6.557,
        "diodes": 0,
        "drc": 0,
        "via_per_inst": 4.748,
    },
    "run": {
        "maxCapViolCount": 0,
        "openroad.warnings": 36,
    },
}
cells in the final DEF (no fill, tap or decap), types with 3 or more instances in the layout:
master,instances
nand4_1,9
o211ai_1,3
ha_2,6
nor3_1,5
clkdlybuf4s50_1,82
fa_1,3
dfxtp_1,16
a21oi_2,5
inv_1,36
or2_2,3
and3b_1,3
nand3_1,8
nor2b_1,3
and3_1,4
o21ai_0,7
and2_1,17
nor4_1,8
clkbuf_8,3
a21oi_1,10
buf_4,16
ha_1,27
nand2_1,14
nor2_1,39
dfxtp_2,4
xor2_1,13
nand2b_1,5
xnor2_1,26
report_power, final:
| group | total, uW | leakage, uW | internal (uW) | switching, uW |
|---|---|---|---|---|
| Sequential | 160 | 0.000172 | 155 | 4.29 |
| Combinational | 40.5 | 0.00136 | 29.5 | 10.9 |
| Clock | 156 | 0.0000357 | 103 | 53.1 |
per-stage QoR:
stage | total power, uW | utilization | std cells
2_1_floorplan | 174.0 | - | 345
3_3_place_gp | 203.7 | 0.4253 | 520
3_5_place_dp | 204.1 | 0.4253 | 520
4_1_cts | 360.4 | 0.4375 | 525
5_1_grt | 371.2 | 0.4528 | 531
6_report | 356.0 | 0.4528 | 531
cell usage after synthesis, drive strengths merged, types with 3 or more instances:
library cell  count
a21oi            16
and2             17
and3              4
and3b             3
buf              12
clkbuf            9
dfxtp            20
fa                4
ha               34
inv              37
nand2            15
nand2b            5
nand3             8
nand4             9
nor2             40
nor2b             3
nor3              7
nor4              8
o211ai            3
o21ai            10
or2               4
or3               3
xnor2            28
xor2             14
cell type report:
| type | count | area share |
|---|---|---|
| clock buffers | 3 | 0.01088 |
| repair buffers | 98 | 0.2479 |
| inverters | 37 | 0.03660 |
| clock inverters | 1 | 0.007913 |
| flip-flops and latches | 21 | 0.1108 |
| multi-input cells | 266 | 0.5513 |
| well taps | 105 | 0.03462 |
repair_timing:
action                                  in CTS  in global routing
hold buffers                                 0                  0
cloned                                       0                  0
endpoints found under the setup margin       3                  4
gates resized                                6                 24
pin swaps                                    1                 11
buffers inserted                             1                  6
cell families after synthesis:
family	share of synthesized area
compound gates	0.1493
mux	0.007537
buf+inv	0.09420
simple gates	0.2624
other cells	0.001412
flops	0.1507
xor+xnor	0.1385
fa+ha+maj	0.1903
latches	0.005651
worst max path at each step:
| stage | startpoint | end | slack [ps] | cells past startpoint |
|---|---|---|---|---|
| finish | cnt_x[5] | addrb[11] | 190 | 16 |
| global route | cnt_x[5] | addrb[12] | -9 | 15 |
| CTS | cnt_y[0] | addrb[13] | 0.1 | 14 |
metal layers:
layer	wire length, um	part of all wire	GRT usage	up-vias
li1	-	-	-	1326
met1	3137	0.48	0.2030	1130
met2	3002	0.46	0.2382	63
met3	388	0.059	0.01044	2
met4	29	0.0044	0.01119	0
met5	0	0	0	-
registers in the layout, summed over array words and instances (netlist names):
signal,cells
cnt_y,10
judge,1
cnt_x,10
worst max-delay path, delay by kind of cell (launching register included):
kind	cells	cell delay, ps
buf+inv	3	680
flops	1	340
xor+xnor	2	230
fa+ha+maj	2	500
simple gates	3	830
compound gates	6	1140
Power and IR drop assume default switching activity.
